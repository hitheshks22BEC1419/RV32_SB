File: config.mk
export PLATFORM = sky130hd
export DESIGN_NAME = rvcore_verilog
export DESIGN_NICKNAME = rvcore_verilog
export VERILOG_FILES = /design/flow/design.v
export SDC_FILE = /design/flow/constraint.sdc
export NUM_CORES = 4
export LEC_CHECK = 1
export CORE_UTILIZATION = 50
File: constraint.sdc
current_design rvcore_verilog

set clk_period 34.4
set clk_io_pct 0.2

create_clock -name clk0 -period $clk_period [get_ports {clk}]

set non_clock_inputs [all_inputs -no_clocks]
set_input_delay [expr $clk_period * $clk_io_pct] -clock clk0 $non_clock_inputs
set_output_delay [expr $clk_period * $clk_io_pct] -clock clk0 [all_outputs]
File: design.v
module rvcore_verilog(
   input          clk,
   output [31:0] mem_addr,   
   output [31:0] mem_wdata,  
   output  [3:0] mem_wmask,  
   input  [31:0] mem_rdata,  
   output        mem_rstrb,  
   input         mem_rbusy,  
   input         mem_wbusy,  
   input         reset,       
    input               sobel_busy,
    output  reg         sobel_enable,
    output  reg [31:0]  sobel_in_addr, sobel_out_addr
);
   parameter RESET_ADDR       = 32'h00000000;
   parameter ADDR_WIDTH       = 24;
   wire [4:0] rdId = instr[11:7];
   (* onehot *)
   wire [7:0] funct3Is = 8'b00000001 << instr[14:12];
   wire [31:0] Uimm={    instr[31],   instr[30:12], {12{1'b0}}};
   wire [31:0] Iimm={{21{instr[31]}}, instr[30:20]};
   wire [31:0] Simm={{21{instr[31]}}, instr[30:25],instr[11:7]};
   wire [31:0] Bimm={{20{instr[31]}}, instr[7],instr[30:25],instr[11:8],1'b0};
   wire [31:0] Jimm={{12{instr[31]}}, instr[19:12],instr[20],instr[30:21],1'b0};
   wire isLoad    =  (instr[6:2] == 5'b00000);  
   wire isALUimm  =  (instr[6:2] == 5'b00100);  
   wire isAUIPC   =  (instr[6:2] == 5'b00101);  
   wire isStore   =  (instr[6:2] == 5'b01000);  
   wire isALUreg  =  (instr[6:2] == 5'b01100);  
   wire isLUI     =  (instr[6:2] == 5'b01101);  
   wire isBranch  =  (instr[6:2] == 5'b11000);  
   wire isJALR    =  (instr[6:2] == 5'b11001);  
   wire isJAL     =  (instr[6:2] == 5'b11011);  
   wire isSYSTEM  =  (instr[6:2] == 5'b11100);  
   wire is_sobel   =  (instr[6:2] == 5'b00010);  
   wire isALU = isALUimm | isALUreg;
   reg [31:0] rs1;
   reg [31:0] rs2;
   reg [31:0] registerFile [31:0];
   always @(posedge clk) begin
     if (writeBack)
       if (rdId != 0)
         registerFile[rdId] <= writeBackData;
   end
   wire [31:0] aluIn1 = rs1;
   wire [31:0] aluIn2 = isALUreg | isBranch ? rs2 : Iimm;
   wire aluWr;                
   wire [31:0] aluPlus = aluIn1 + aluIn2;
   wire [32:0] aluMinus = {1'b1, ~aluIn2} + {1'b0,aluIn1} + 33'b1;
   wire        LT  = (aluIn1[31] ^ aluIn2[31]) ? aluIn1[31] : aluMinus[32];
   wire        LTU = aluMinus[32];
   wire        EQ  = (aluMinus[31:0] == 0);
   wire [31:0] shifter_in = funct3Is[1] ?
     {aluIn1[ 0], aluIn1[ 1], aluIn1[ 2], aluIn1[ 3], aluIn1[ 4], aluIn1[ 5], 
      aluIn1[ 6], aluIn1[ 7], aluIn1[ 8], aluIn1[ 9], aluIn1[10], aluIn1[11], 
      aluIn1[12], aluIn1[13], aluIn1[14], aluIn1[15], aluIn1[16], aluIn1[17], 
      aluIn1[18], aluIn1[19], aluIn1[20], aluIn1[21], aluIn1[22], aluIn1[23],
      aluIn1[24], aluIn1[25], aluIn1[26], aluIn1[27], aluIn1[28], aluIn1[29], 
      aluIn1[30], aluIn1[31]} : aluIn1;
   wire [31:0] shifter = 
               $signed({instr[30] & aluIn1[31], shifter_in}) >>> aluIn2[4:0];
   wire [31:0] leftshift = {
     shifter[ 0], shifter[ 1], shifter[ 2], shifter[ 3], shifter[ 4], 
     shifter[ 5], shifter[ 6], shifter[ 7], shifter[ 8], shifter[ 9], 
     shifter[10], shifter[11], shifter[12], shifter[13], shifter[14], 
     shifter[15], shifter[16], shifter[17], shifter[18], shifter[19], 
     shifter[20], shifter[21], shifter[22], shifter[23], shifter[24], 
     shifter[25], shifter[26], shifter[27], shifter[28], shifter[29], 
     shifter[30], shifter[31]};
   wire funcM     = instr[25];
   wire isDivide  = isALUreg & funcM & instr[14];  
   wire aluBusy   = |quotient_msk;  
   wire isMULH   = funct3Is[1];
   wire isMULHSU = funct3Is[2];
   wire sign1 = aluIn1[31] &  isMULH;
   wire sign2 = aluIn2[31] & (isMULH | isMULHSU);
   wire signed [32:0] signed1 = {sign1, aluIn1};
   wire signed [32:0] signed2 = {sign2, aluIn2};
   wire signed [63:0] multiply = signed1 * signed2;
   wire [31:0] aluOut_base =
     (funct3Is[0]  ? instr[30] & instr[5] ? aluMinus[31:0] : aluPlus : 32'b0) |
     (funct3Is[1]  ? leftshift                                       : 32'b0) |
     (funct3Is[2]  ? {31'b0, LT}                                     : 32'b0) |
     (funct3Is[3]  ? {31'b0, LTU}                                    : 32'b0) |
     (funct3Is[4]  ? aluIn1 ^ aluIn2                                 : 32'b0) |
     (funct3Is[5]  ? shifter                                         : 32'b0) |
     (funct3Is[6]  ? aluIn1 | aluIn2                                 : 32'b0) |
     (funct3Is[7]  ? aluIn1 & aluIn2                                 : 32'b0) ;
   wire [31:0] aluOut_muldiv =
     (  funct3Is[0]   ?  multiply[31: 0] : 32'b0) |  
     ( |funct3Is[3:1] ?  multiply[63:32] : 32'b0) |  
     (  instr[14]     ?  div_sign ? -divResult : divResult : 32'b0) ; 
   wire [31:0] aluOut = isALUreg & funcM ? aluOut_muldiv : aluOut_base;
   reg [31:0] dividend;
   reg [62:0] divisor;
   reg [31:0] quotient;
   reg [31:0] quotient_msk;
   wire divstep_do = divisor <= {31'b0, dividend};
   wire [31:0] dividendN     = divstep_do ? dividend - divisor[31:0] : dividend;
   wire [31:0] quotientN     = divstep_do ? quotient | quotient_msk  : quotient;
   wire div_sign = ~instr[12] & (instr[13] ? aluIn1[31] : 
                    (aluIn1[31] != aluIn2[31]) & |aluIn2);
   always @(posedge clk) begin
      if (isDivide & aluWr) begin
	 dividend <=   ~instr[12] & aluIn1[31] ? -aluIn1 : aluIn1;
	 divisor  <= {(~instr[12] & aluIn2[31] ? -aluIn2 : aluIn2), 31'b0};
	 quotient <= 0;
	 quotient_msk <= 1 << 31;
      end else begin
	 dividend     <= dividendN;
	 divisor      <= divisor >> 1;
	 quotient     <= quotientN;
	 quotient_msk <= quotient_msk >> 1;
      end
   end
   reg  [31:0] divResult;
   always @(posedge clk) divResult <= instr[13] ? dividendN : quotientN;
    always @(posedge clk)begin
        sobel_enable <= 1'b0;
        if(is_sobel & !sobel_busy)begin
            sobel_enable <= 1'b1;
            sobel_in_addr <= rs1;
            sobel_out_addr <= rs2; 
        end
    end
   wire predicate =
        funct3Is[0] &  EQ  |  
        funct3Is[1] & !EQ  |  
        funct3Is[4] &  LT  |  
        funct3Is[5] & !LT  |  
        funct3Is[6] &  LTU |  
        funct3Is[7] & !LTU ;  
   reg  [ADDR_WIDTH-1:0] PC;  
   reg  [31:2] instr;         
   wire [ADDR_WIDTH-1:0] PCplus4 = PC + 4;
   wire [ADDR_WIDTH-1:0] PCplusImm = PC + ( instr[3] ? Jimm[ADDR_WIDTH-1:0] :
                                            instr[4] ? Uimm[ADDR_WIDTH-1:0] :
                                                       Bimm[ADDR_WIDTH-1:0] );
   wire [ADDR_WIDTH-1:0] loadstore_addr = rs1[ADDR_WIDTH-1:0] +
                   (instr[5] ? Simm[ADDR_WIDTH-1:0] : Iimm[ADDR_WIDTH-1:0]);
   assign mem_addr = state[WAIT_INSTR_bit] | state[FETCH_INSTR_bit] ?
                     PC : loadstore_addr;
   reg  [63:0]           cycles;   
   always @(posedge clk) cycles <= cycles + 1;
   wire sel_cyclesh = (instr[31:20] == 12'hC80);
   wire [31:0] CSR_read = sel_cyclesh ? cycles[63:32] : cycles[31:0];
   wire [31:0] writeBackData  =
      (isSYSTEM            ? CSR_read  : 32'b0) |   
      (isLUI               ? Uimm      : 32'b0) |   
      (isALU               ? aluOut    : 32'b0) |   
      (isAUIPC             ? PCplusImm : 32'b0) |   
      (isJALR   | isJAL    ? PCplus4   : 32'b0) |   
      (isLoad              ? LOAD_data : 32'b0) ;   
   wire mem_byteAccess     = instr[13:12] == 2'b00;  
   wire mem_halfwordAccess = instr[13:12] == 2'b01;  
   wire LOAD_sign =
        !instr[14] & (mem_byteAccess ? LOAD_byte[7] : LOAD_halfword[15]);
   wire [31:0] LOAD_data =
         mem_byteAccess ? {{24{LOAD_sign}},     LOAD_byte} :
     mem_halfwordAccess ? {{16{LOAD_sign}}, LOAD_halfword} :
                          mem_rdata ;
   wire [15:0] LOAD_halfword =
               loadstore_addr[1] ? mem_rdata[31:16] : mem_rdata[15:0];
   wire  [7:0] LOAD_byte =
               loadstore_addr[0] ? LOAD_halfword[15:8] : LOAD_halfword[7:0];
   assign mem_wdata[ 7: 0] = rs2[7:0];
   assign mem_wdata[15: 8] = loadstore_addr[0] ? rs2[7:0]  : rs2[15: 8];
   assign mem_wdata[23:16] = loadstore_addr[1] ? rs2[7:0]  : rs2[23:16];
   assign mem_wdata[31:24] = loadstore_addr[0] ? rs2[7:0]  :
                             loadstore_addr[1] ? rs2[15:8] : rs2[31:24];
   wire [3:0] STORE_wmask =
              mem_byteAccess      ?
                    (loadstore_addr[1] ?
                          (loadstore_addr[0] ? 4'b1000 : 4'b0100) :
                          (loadstore_addr[0] ? 4'b0010 : 4'b0001)
                    ) :
              mem_halfwordAccess ?
                    (loadstore_addr[1] ? 4'b1100 : 4'b0011) :
              4'b1111;
   localparam FETCH_INSTR_bit     = 0;
   localparam WAIT_INSTR_bit      = 1;
   localparam EXECUTE_bit         = 2;
   localparam WAIT_ALU_OR_MEM_bit = 3;
   localparam NB_STATES           = 4;
   localparam FETCH_INSTR     = 1 << FETCH_INSTR_bit;
   localparam WAIT_INSTR      = 1 << WAIT_INSTR_bit;
   localparam EXECUTE         = 1 << EXECUTE_bit;
   localparam WAIT_ALU_OR_MEM = 1 << WAIT_ALU_OR_MEM_bit;
   (* onehot *)
   reg [NB_STATES-1:0] state;
   wire writeBack = ~(isBranch | isStore ) &
                    (state[EXECUTE_bit] | state[WAIT_ALU_OR_MEM_bit]);
   assign mem_rstrb = state[EXECUTE_bit] & isLoad | state[FETCH_INSTR_bit];
   assign mem_wmask = {4{state[EXECUTE_bit] & isStore}} & STORE_wmask;
   assign aluWr = state[EXECUTE_bit] & isALU;
   wire jumpToPCplusImm = isJAL | (isBranch & predicate);
   wire needToWait = isLoad | isStore | isDivide | is_sobel;    
   wire [ADDR_WIDTH-1:0] PC_new = 
			 isJALR           ? {aluPlus[ADDR_WIDTH-1:1],1'b0} :
                         jumpToPCplusImm  ? PCplusImm :
                         PCplus4;
   always @(posedge clk) begin
      if(!reset) begin
         state      <= WAIT_ALU_OR_MEM;  
         PC         <= RESET_ADDR[ADDR_WIDTH-1:0];
      end else
      (* parallel_case *)
      case(1'b1)
        state[WAIT_INSTR_bit]: begin
           if(!mem_rbusy) begin  
              rs1 <= registerFile[mem_rdata[19:15]];
              rs2 <= registerFile[mem_rdata[24:20]];
              instr <= mem_rdata[31:2];  
              state <= EXECUTE;          
           end
        end
        state[EXECUTE_bit]: begin
           PC <= PC_new;
           state <= needToWait ? WAIT_ALU_OR_MEM : FETCH_INSTR;
        end
        state[WAIT_ALU_OR_MEM_bit]: begin
           if(!aluBusy & !mem_rbusy & !mem_wbusy & !sobel_busy) state <= FETCH_INSTR;  
        end
        default: begin  
          state <= WAIT_INSTR;
        end
      endcase
   end
endmodule
File: run.sh
#!/bin/bash
# OpenROAD 26Q1-2900-gdf79404cd8, Yosys 0.63+post, stock flow scripts
make -C /OpenROAD-flow-scripts/flow DESIGN_CONFIG=/design/flow/config.mk WORK_HOME=/design/flow/orfs finish
==> results_slide.txt <==
Physical Implementation Snapshot

Place
  • Global placement routability congestion: 1.12
  • PortBufs: 162
  • Post-detailed-placement half-perimeter wirelength: 337000 µm

Critical path
  • Critical Path Fanout Max: 11
  • Arrival time reported for the critical path endpoint: 6090 ps
  • Type of origin of the critical path: flop
  • Dominant delay contributor by cell family on the critical path: AND-OR/OR-AND gates
  • CP max stage delay: 660 ps
  • Reg2reg setup slack: 21720 ps
  • Crit path kind: reg2out
  • Required time at the endpoint of the critical path: 27520 ps
  • Critical path cell sequence: mux2_2, ha_1, fa_2, a21oi_1, o21bai_1, a2111oi_0, o41ai_1, nand2_1, a211oi_1, a211o_1, a21oi_1, o21bai_1, a41o_1, o41ai_1, xor2_1, o21ai_0, clkdlybuf4s50_1
  • Critical path buffers and inverters: 1
  • Cell with the biggest individual delay on the critical path: sky130_fd_sc_hd__edfxtp_1
  • Worst Setup End Kind: primary output

Clock network
  • Sinks on the clock net: 1465
  • Clock-pin slew on the worst setup and hold paths: 60 ps
  • Number of setup buffers added after CTS: 0
  • Buffer cell driving the clock tree root: sky130_fd_sc_hd__clkbuf_16
  • Clock latency on the worst-skew pair: 870 ps
  • H-tree levels: 4
  • Inserted Clock Buffers: 161
  • Buffer depth of the longest clock path: 3
  • Clock tree from TritonCTS: built
  • Cell resize tally after clock tree synthesis: 0
  • Number of hold buffers added after CTS: 0

Synth
  • Post-synthesis average cell area: 11.6 µm²
  • Biggest area contributors in the synthesized netlist: sky130_fd_sc_hd__edfxtp_1, sky130_fd_sc_hd__fa_1, sky130_fd_sc_hd__mux4_2
  • Ys cells: 10000
  • Number of enable flip-flop cells: 1182
  • Post-synth area from yosys stat: 0.116 mm²
  • Top cell area share: 30.6%
  • #FFs+latches synth: 1465
  • Warnings from Yosys: 1
  • Most instantiated flip-flop cell in the synthesis netlist: sky130_fd_sc_hd__edfxtp_1
  • Synthesized instance count: 10000
  • Sequential element share of the synthesized area: 35.5%
  • Biggest area consumer among synthesized cells: sky130_fd_sc_hd__edfxtp_1
  • Unique cell types: 100
  • FFs w/ async S/R, synth: 0%
  • Mapped Area: 0.116 mm²

Route
  • Vias post-DR: 84000
  • Detailed-route vias per instance: 6.28
  • Number of antenna-violating nets in the routed design: 0
  • DRT iter0 DRCs: 6483
  • Routed wire length: 469000 µm
  • Drt drc: 0
  • Routed wire length per instance: 35.0 µm
  • Drt first pass iters: 8

GRT
  • Congestion Overflow GR: 0
  • Total global routing track utilization: 44.8%
  • Wire length of the first global-routing pass: 665000 µm
  • Maximum number of pins on one net before global-route repair: 153
  • Number of global-route vias before repair: 89800
  • Initial antenna violation count: 36

Timing
  • Final clock skew: 114 ps
  • Tightest Pin Transition: 1250 ps
  • Total count of hold-check failures in the final report: 0
  • Hold WS: 414 ps
  • Sum Neg Setup Slack: 0 ps
  • Rel. slew slack: 15.8%
  • Final Max-Slew Violation Tally: 0
  • Setup Viol. Count Final: 0
  • F_max: 77.1 MHz
  • RSZ-0062 raised after global routing: false
  • Clock period minus final worst setup slack: 12970 ps
  • Ratio of final minimum period to clock period: 37.7%

Floorplanning
  • # IOs: 171
  • Die Height: 483 µm
  • Core box area: 0.230 mm²
  • X dimension of the die: 483 µm
  • Total die size: 0.234 mm²
  • Fp_density: 50.4%
  • # rows: 176

Pwr
  • Power per cell area: 57.3 mW/mm²
  • Static leakage: 51.7 nW
  • Worst supply voltage drop on vdd: 0.187 mV

Status
  • Result of the run: completed

Worst hold path
  • Class of the tightest hold or removal check: reg2reg

Final layout
  • Number of fill cells: 18900
  • Area added between synthesis and finish: 10.7%
  • Fraction of layout instances using a drive strength above 1: 15.2%

Flow run
  • Number of warnings in the stage logs: 112
  • MaxCap Viol Count: 0
[synth_stat cells (all sizes together), types with 58 or more instances]
library cell	count
clkbuf	482
mux2i	148
a21o	89
inv	1346
fa	1130
ha	421
dfxtp	283
edfxtp	1182
and2	60
nand3	95
mux2	125
nor3	98
a21oi	440
nand4	58
buf	140
nor2	779
mux4	643
xor2	97
nand2	1112
xnor2	256
o21ai	285
[metrics by stage]
stage,power (mW),area (µm²),std cells,util (%),setup WS (ps)
2_1_floorplan,4.04,116000,10100,-,19940
3_3_place_gp,5.50,123000,13000,53.4,22010
3_5_place_dp,5.48,123000,13000,53.4,21920
4_1_cts,7.26,128000,13300,55.7,21450
5_1_grt,7.64,128000,13400,55.7,21200
6_report,7.35,128000,13400,55.8,21430
[where the power goes]
group | internal (mW) | switching (mW)
Sequential | 1.94 | 0.0333
Combinational | 1.22 | 2.40
Clock | 0.995 | 0.767
[area by class of cell]
class,instances,area [µm²],area share [%]
multi-input cells,6622,67900,52.9
repair buffers,581,4850,3.78
flip-flops and latches,1465,41200,32.1
clock buffers,193,4170,3.25
inverters,1355,5090,3.96
well taps,3026,3790,2.95
clock inverters,104,1260,0.981
diodes,39,97.6,0.0760
[path summary, 6_finish.rpt]
path | start | endpoint | cells past startpoint
hold reg to reg | cycles[0] | cycles[0] | 1
setup reg to reg | instr[2] | registerFile[27][6] | 36
setup / recovery | instr[7] | mem_addr[22] | 17
hold / removal | cycles[0] | cycles[0] | 1
[kinds of logic (layout without fill, tap and decap cells)]
logic type / after synthesis / in the layout / synth area share (%)
simple gates: 2453 / 2453 / 9.09
buf+inv: 1977 / 2233 / 6.49
fa+ha+maj: 1551 / 1551 / 24.1
flops: 1465 / 1465 / 35.5
compound gates: 1309 / 1309 / 7.18
mux: 916 / 916 / 15.0
xor+xnor: 353 / 353 / 2.67
other cells: 1 / 79 / 0.00324
[placed cells by master (no fill, tap or decap), types with 30 or more instances in the layout]
cell / count
sky130_fd_sc_hd__conb_1: 40
sky130_fd_sc_hd__dfxtp_1: 283
sky130_fd_sc_hd__clkbuf_16: 161
sky130_fd_sc_hd__ha_1: 421
sky130_fd_sc_hd__nor2b_1: 37
sky130_fd_sc_hd__nor3_1: 93
sky130_fd_sc_hd__nand2_1: 1112
sky130_fd_sc_hd__xnor2_1: 256
sky130_fd_sc_hd__nand4_1: 58
sky130_fd_sc_hd__edfxtp_1: 1182
sky130_fd_sc_hd__mux4_2: 643
sky130_fd_sc_hd__a21oi_1: 433
sky130_fd_sc_hd__mux2i_1: 143
sky130_fd_sc_hd__clkbuf_1: 30
sky130_fd_sc_hd__o221ai_1: 43
sky130_fd_sc_hd__nor2_1: 750
sky130_fd_sc_hd__a221oi_1: 49
sky130_fd_sc_hd__mux2_2: 119
sky130_fd_sc_hd__a21o_1: 89
sky130_fd_sc_hd__o22ai_1: 31
sky130_fd_sc_hd__and2_1: 60
sky130_fd_sc_hd__o21a_1: 30
sky130_fd_sc_hd__nor4_1: 35
sky130_fd_sc_hd__a31oi_1: 36
sky130_fd_sc_hd__buf_4: 416
sky130_fd_sc_hd__clkinv_1: 34
sky130_fd_sc_hd__o21ai_0: 275
sky130_fd_sc_hd__o211ai_1: 37
sky130_fd_sc_hd__clkdlybuf4s50_1: 152
sky130_fd_sc_hd__and3_1: 39
sky130_fd_sc_hd__nand3_1: 95
sky130_fd_sc_hd__diode_2: 39
sky130_fd_sc_hd__xor2_1: 97
sky130_fd_sc_hd__fa_1: 1129
sky130_fd_sc_hd__inv_1: 1334
[per-layer routing]
metal  vias up  GRT usage (%)  share of wire (%)  routed length, µm
li1      35000              -                  -                  -
met1     42100           55.3                 32             150000
met2      5596           62.3                 45             209000
met3      1311           26.2                 15              69500
met4        26           27.9                8.5              39700
met5         -          0.837              0.062                291
[worst register-to-register path, delay by kind of cell, from the launching register on]
kind	cells	cell delay (ps)
fa+ha+maj	9	3840
compound gates	10	2830
buf+inv	10	2470
simple gates	6	1770
xor+xnor	1	850
flops	1	570
[state kept, by name (all words and copies together) (netlist names)]
register        count
registerFile     1024
cycles             64
divisor            63
divResult          32
dividend           32
quotient           32
quotient_msk       32
rs1                32
rs2                32
sobel_in_addr      32
sobel_out_addr     32
instr              30
PC                 23
state               4
sobel_enable        1
Power and IR drop assume default switching activity.
