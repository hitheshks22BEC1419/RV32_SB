## constraint.sdc

```tcl
current_design rvcore_sv

set clk_period 46.6
set clk_io_pct 0.2

create_clock -name clk0 -period $clk_period [get_ports {clk}]

set non_clock_inputs [all_inputs -no_clocks]
set_input_delay [expr $clk_period * $clk_io_pct] -clock clk0 $non_clock_inputs
set_output_delay [expr $clk_period * $clk_io_pct] -clock clk0 [all_outputs]
```

## design.v

```verilog
module rvcore_sv(
   input          clk,
   output [31:0] mem_addr,   
   output [31:0] mem_wdata,  
   output  [3:0] mem_wmask,  
   input  [31:0] mem_rdata,  
   output        mem_rstrb,  
   input         mem_rbusy,  
   input         mem_wbusy,  
   input         reset,       
    input               sobel_busy,
    output  reg         sobel_enable,
    output  reg [31:0]  sobel_in_addr, sobel_out_addr
);
   parameter RESET_ADDR       = 32'h00000000;
   parameter ADDR_WIDTH       = 24;
   reg  [ADDR_WIDTH-1:0] PC;  
   reg  [31:2] instr;         
   wire [4:0] rdId = instr[11:7];
   (* onehot *)
   wire [7:0] funct3Is = 8'b00000001 << instr[14:12];
   wire [31:0] Uimm={    instr[31],   instr[30:12], {12{1'b0}}};
   wire [31:0] Iimm={{21{instr[31]}}, instr[30:20]};
   wire [31:0] Simm={{21{instr[31]}}, instr[30:25],instr[11:7]};
   wire [31:0] Bimm={{20{instr[31]}}, instr[7],instr[30:25],instr[11:8],1'b0};
   wire [31:0] Jimm={{12{instr[31]}}, instr[19:12],instr[20],instr[30:21],1'b0};
   wire isLoad    =  (instr[6:2] == 5'b00000);  
   wire isALUimm  =  (instr[6:2] == 5'b00100);  
   wire isAUIPC   =  (instr[6:2] == 5'b00101);  
   wire isStore   =  (instr[6:2] == 5'b01000);  
   wire isALUreg  =  (instr[6:2] == 5'b01100);  
   wire isLUI     =  (instr[6:2] == 5'b01101);  
   wire isBranch  =  (instr[6:2] == 5'b11000);  
   wire isJALR    =  (instr[6:2] == 5'b11001);  
   wire isJAL     =  (instr[6:2] == 5'b11011);  
   wire isSYSTEM  =  (instr[6:2] == 5'b11100);  
   wire is_sobel   =  (instr[6:2] == 5'b00010);  
   wire isALU = isALUimm | isALUreg;
   reg [31:0] rs1;
   reg [31:0] rs2;
   reg [31:0] registerFile [31:0];
   always @(posedge clk) begin
    registerFile[0] = 0;
     if (writeBack)
       if (rdId != 0)
         registerFile[rdId] <= writeBackData;
   end
   wire [31:0] aluIn1 = rs1;
   wire [31:0] aluIn2 = isALUreg | isBranch ? rs2 : Iimm;
   wire aluWr;                
   wire [31:0] aluPlus = aluIn1 + aluIn2;
   wire [32:0] aluMinus = {1'b1, ~aluIn2} + {1'b0,aluIn1} + 33'b1;
   wire        LT  = (aluIn1[31] ^ aluIn2[31]) ? aluIn1[31] : aluMinus[32];
   wire        LTU = aluMinus[32];
   wire        EQ  = (aluMinus[31:0] == 0);
   wire [31:0] shifter_in = funct3Is[1] ?
     {aluIn1[ 0], aluIn1[ 1], aluIn1[ 2], aluIn1[ 3], aluIn1[ 4], aluIn1[ 5], 
      aluIn1[ 6], aluIn1[ 7], aluIn1[ 8], aluIn1[ 9], aluIn1[10], aluIn1[11], 
      aluIn1[12], aluIn1[13], aluIn1[14], aluIn1[15], aluIn1[16], aluIn1[17], 
      aluIn1[18], aluIn1[19], aluIn1[20], aluIn1[21], aluIn1[22], aluIn1[23],
      aluIn1[24], aluIn1[25], aluIn1[26], aluIn1[27], aluIn1[28], aluIn1[29], 
      aluIn1[30], aluIn1[31]} : aluIn1;
   wire [31:0] shifter = 
               $signed({instr[30] & aluIn1[31], shifter_in}) >>> aluIn2[4:0];
   wire [31:0] leftshift = {
     shifter[ 0], shifter[ 1], shifter[ 2], shifter[ 3], shifter[ 4], 
     shifter[ 5], shifter[ 6], shifter[ 7], shifter[ 8], shifter[ 9], 
     shifter[10], shifter[11], shifter[12], shifter[13], shifter[14], 
     shifter[15], shifter[16], shifter[17], shifter[18], shifter[19], 
     shifter[20], shifter[21], shifter[22], shifter[23], shifter[24], 
     shifter[25], shifter[26], shifter[27], shifter[28], shifter[29], 
     shifter[30], shifter[31]};
   wire funcM     = instr[25];
   wire isDivide  = isALUreg & funcM & instr[14];  
   wire aluBusy   = |quotient_msk;  
   wire isMULH   = funct3Is[1];
   wire isMULHSU = funct3Is[2];
   wire sign1 = aluIn1[31] &  isMULH;
   wire sign2 = aluIn2[31] & (isMULH | isMULHSU);
   wire signed [32:0] signed1 = {sign1, aluIn1};
   wire signed [32:0] signed2 = {sign2, aluIn2};
   wire signed [63:0] multiply = signed1 * signed2;
   wire [31:0] aluOut_base =
     (funct3Is[0]  ? instr[30] & instr[5] ? aluMinus[31:0] : aluPlus : 32'b0) |
     (funct3Is[1]  ? leftshift                                       : 32'b0) |
     (funct3Is[2]  ? {31'b0, LT}                                     : 32'b0) |
     (funct3Is[3]  ? {31'b0, LTU}                                    : 32'b0) |
     (funct3Is[4]  ? aluIn1 ^ aluIn2                                 : 32'b0) |
     (funct3Is[5]  ? shifter                                         : 32'b0) |
     (funct3Is[6]  ? aluIn1 | aluIn2                                 : 32'b0) |
     (funct3Is[7]  ? aluIn1 & aluIn2                                 : 32'b0) ;
   wire [31:0] aluOut_muldiv =
     (  funct3Is[0]   ?  multiply[31: 0] : 32'b0) |  
     ( |funct3Is[3:1] ?  multiply[63:32] : 32'b0) |  
     (  instr[14]     ?  div_sign ? -divResult : divResult : 32'b0) ; 
   wire [31:0] aluOut = isALUreg & funcM ? aluOut_muldiv : aluOut_base;
   reg [31:0] dividend;
   reg [62:0] divisor;
   reg [31:0] quotient;
   reg [31:0] quotient_msk;
   wire divstep_do = divisor <= {31'b0, dividend};
   wire [31:0] dividendN     = divstep_do ? dividend - divisor[31:0] : dividend;
   wire [31:0] quotientN     = divstep_do ? quotient | quotient_msk  : quotient;
   wire div_sign = ~instr[12] & (instr[13] ? aluIn1[31] : 
                    (aluIn1[31] != aluIn2[31]) & |aluIn2);
   always @(posedge clk) begin
      if (isDivide & aluWr) begin
	 dividend <=   ~instr[12] & aluIn1[31] ? -aluIn1 : aluIn1;
	 divisor  <= {(~instr[12] & aluIn2[31] ? -aluIn2 : aluIn2), 31'b0};
	 quotient <= 0;
	 quotient_msk <= 1 << 31;
      end else begin
	 dividend     <= dividendN;
	 divisor      <= divisor >> 1;
	 quotient     <= quotientN;
	 quotient_msk <= quotient_msk >> 1;
      end
   end
   reg  [31:0] divResult;
   always @(posedge clk) divResult <= instr[13] ? dividendN : quotientN;
    always @(posedge clk)begin
        sobel_enable <= 1'b0;
        if(is_sobel & !sobel_busy)begin
            sobel_enable <= 1'b1;
            sobel_in_addr <= rs1;
            sobel_out_addr <= rs2; 
        end
    end
   wire predicate =
        funct3Is[0] &  EQ  |  
        funct3Is[1] & !EQ  |  
        funct3Is[4] &  LT  |  
        funct3Is[5] & !LT  |  
        funct3Is[6] &  LTU |  
        funct3Is[7] & !LTU ;  
   wire [ADDR_WIDTH-1:0] PCplus4 = PC + 4;
   wire [ADDR_WIDTH-1:0] PCplusImm = PC + ( instr[3] ? Jimm[ADDR_WIDTH-1:0] :
                                            instr[4] ? Uimm[ADDR_WIDTH-1:0] :
                                                       Bimm[ADDR_WIDTH-1:0] );
   wire [ADDR_WIDTH-1:0] loadstore_addr = rs1[ADDR_WIDTH-1:0] +
                   (instr[5] ? Simm[ADDR_WIDTH-1:0] : Iimm[ADDR_WIDTH-1:0]);
   assign mem_addr = state[WAIT_INSTR_bit] | state[FETCH_INSTR_bit] ?
                     PC : loadstore_addr;
   reg  [63:0]           cycles;   
   always @(posedge clk) cycles <= cycles + 1;
   wire sel_cyclesh = (instr[31:20] == 12'hC80);
   wire [31:0] CSR_read = sel_cyclesh ? cycles[63:32] : cycles[31:0];
   wire [31:0] writeBackData  =
      (isSYSTEM            ? CSR_read  : 32'b0) |   
      (isLUI               ? Uimm      : 32'b0) |   
      (isALU               ? aluOut    : 32'b0) |   
      (isAUIPC             ? PCplusImm : 32'b0) |   
      (isJALR   | isJAL    ? PCplus4   : 32'b0) |   
      (isLoad              ? LOAD_data : 32'b0) ;   
   wire mem_byteAccess     = instr[13:12] == 2'b00;  
   wire mem_halfwordAccess = instr[13:12] == 2'b01;  
   wire LOAD_sign =
        !instr[14] & (mem_byteAccess ? LOAD_byte[7] : LOAD_halfword[15]);
   wire [31:0] LOAD_data =
         mem_byteAccess ? {{24{LOAD_sign}},     LOAD_byte} :
     mem_halfwordAccess ? {{16{LOAD_sign}}, LOAD_halfword} :
                          mem_rdata ;
   wire [15:0] LOAD_halfword =
               loadstore_addr[1] ? mem_rdata[31:16] : mem_rdata[15:0];
   wire  [7:0] LOAD_byte =
               loadstore_addr[0] ? LOAD_halfword[15:8] : LOAD_halfword[7:0];
   assign mem_wdata[ 7: 0] = rs2[7:0];
   assign mem_wdata[15: 8] = loadstore_addr[0] ? rs2[7:0]  : rs2[15: 8];
   assign mem_wdata[23:16] = loadstore_addr[1] ? rs2[7:0]  : rs2[23:16];
   assign mem_wdata[31:24] = loadstore_addr[0] ? rs2[7:0]  :
                             loadstore_addr[1] ? rs2[15:8] : rs2[31:24];
   wire [3:0] STORE_wmask =
              mem_byteAccess      ?
                    (loadstore_addr[1] ?
                          (loadstore_addr[0] ? 4'b1000 : 4'b0100) :
                          (loadstore_addr[0] ? 4'b0010 : 4'b0001)
                    ) :
              mem_halfwordAccess ?
                    (loadstore_addr[1] ? 4'b1100 : 4'b0011) :
              4'b1111;
   localparam FETCH_INSTR_bit     = 0;
   localparam WAIT_INSTR_bit      = 1;
   localparam EXECUTE_bit         = 2;
   localparam WAIT_ALU_OR_MEM_bit = 3;
   localparam NB_STATES           = 4;
   localparam FETCH_INSTR     = 1 << FETCH_INSTR_bit;
   localparam WAIT_INSTR      = 1 << WAIT_INSTR_bit;
   localparam EXECUTE         = 1 << EXECUTE_bit;
   localparam WAIT_ALU_OR_MEM = 1 << WAIT_ALU_OR_MEM_bit;
   (* onehot *)
   reg [NB_STATES-1:0] state;
   wire writeBack = ~(isBranch | isStore ) &
                    (state[EXECUTE_bit] | state[WAIT_ALU_OR_MEM_bit]);
   assign mem_rstrb = state[EXECUTE_bit] & isLoad | state[FETCH_INSTR_bit];
   assign mem_wmask = {4{state[EXECUTE_bit] & isStore}} & STORE_wmask;
   assign aluWr = state[EXECUTE_bit] & isALU;
   wire jumpToPCplusImm = isJAL | (isBranch & predicate);
   wire needToWait = isLoad | isStore | isDivide | is_sobel;    
   wire [ADDR_WIDTH-1:0] PC_new = 
			 isJALR           ? {aluPlus[ADDR_WIDTH-1:1],1'b0} :
                         jumpToPCplusImm  ? PCplusImm :
                         PCplus4;
   always @(posedge clk) begin
      if(!reset) begin
         state      <= WAIT_ALU_OR_MEM;  
         PC         <= RESET_ADDR[ADDR_WIDTH-1:0];
      end else
      (* parallel_case *)
      case(1'b1)
        state[WAIT_INSTR_bit]: begin
           if(!mem_rbusy) begin  
              rs1 <= registerFile[mem_rdata[19:15]];
              rs2 <= registerFile[mem_rdata[24:20]];
              instr <= mem_rdata[31:2];  
              state <= EXECUTE;          
           end
        end
        state[EXECUTE_bit]: begin
           PC <= PC_new;
           state <= needToWait ? WAIT_ALU_OR_MEM : FETCH_INSTR;
        end
        state[WAIT_ALU_OR_MEM_bit]: begin
           if(!aluBusy & !mem_rbusy & !mem_wbusy & !sobel_busy) state <= FETCH_INSTR;  
        end
        default: begin  
          state <= WAIT_INSTR;
        end
      endcase
   end
endmodule
```

## run.sh

```bash
#!/bin/bash
# OpenROAD 26Q1-2900-gdf79404cd8, Yosys 0.63+post, stock flow scripts
make -C /OpenROAD-flow-scripts/flow DESIGN_CONFIG=/design/flow/config.mk WORK_HOME=/design/flow/orfs finish
```

## config.mk

```make
export PLATFORM = sky130hd
export DESIGN_NAME = rvcore_sv
export DESIGN_NICKNAME = rvcore_sv
export VERILOG_FILES = /design/flow/design.v
export SDC_FILE = /design/flow/constraint.sdc
export NUM_CORES = 4
export LEC_CHECK = 1
export CORE_UTILIZATION = 30
```

==> notes.md <==
impl run done, here's what came out: mean post-synth cell area=~11 um2, logic area=between 0.06 and 0.07 mm2, DIE HEIGHT=approximately 620 um, CP cell instances=mux2_2 -> ha_1 -> a21o_1 -> a21oi_1 -> o21ai_0 -> a211o_1 -> o311a_1 -> or4_1 -> a41o_1 -> a21oi_1 -> nor2b_1 -> nor4_1 -> o31ai_1 -> xnor2_1 -> o21ai_0 -> clkdlybuf4s50_1, combinational fraction of design power=0.495, top cells, area=edfxtp_1 (30%), fa_1 (19%), mux4_2 (12%), TNS Setup=0 ns, vias in the first global route=between 80,000 and 90,000, Int Pwr=between 3 and 4 mW, Rel. slew slack=0.213, Max Slew Vio Count=0, CTS Buf Count=about 160, clock network fraction of design power=0.238, Reg-to-Reg Start=instr[5]$_DFFE_PP_, worst min path class=reg2reg, share of cells above drive strength 1=0.149, post_cts resized=0, Worst Path Arrival=~6.4 ns, Max FO, Critical Path=21, CTS max path bufs=4, Syn-to-layout area delta=12.7%, final hold slack=0.423 ns, Mapped Area=approximately 0.12 mm2, std cell rows=~230, Detailed Place HPWL=339 mm, Clock Skews=between 0.1 and 0.15 ns, Synth Flop Type=edfxtp_1, total iterations of the first detailed-routing run=7, R2R setup slack=33.31 ns, switching power=approximately 2.4 mW, cts hold-fix bufs=0, initial antenna violation count=about 46, Peak VDD IR=102 uV, OpenROAD warning count=roughly 110, Starting Density=0.301, crit-path max cell delay=roughly 0.84 ns, most area-hungry cell type in the Yosys netlist=edfxtp_1, Max Cap Violations=0, WL per Instance=approximately 30 um, non-filler instance count after layout=approximately 16,000, Core Area=~0.39 mm2, global-route wire length before repair=roughly 660 mm, Post-Place Cells=~15,000, yosys cell count=slightly above 10,000, GP Congestion=roughly 1.1, GRT Util Overall=0.254, Cell Pwr Density=between 40 and 50 mW/mm2, Hold Crit Endpoint=cycles[0]$_DFF_P_, switching part of the total power=0.436, crit end category=primary output, cycle use final=0.336, largest net degree at the start of global routing=about 89, TritonCTS clock tree=done, Worst-Margin Slew=1.18 ns, DRC=0, synth warn=1, drt total wl=approximately 470 mm, Fillers=about 38,000, clk latency late pin=slightly below 0.9 ns, Post-synth EDFFs=1,150, Tmin final=roughly 16 ns, clock sink count=around 1,500, Worst Path Required=approximately 37 ns, count of final hold-check violations=0, Seq. cell area=0.0408 mm2, Area leader share=0.298, RSZ-0062 raised after global routing=no, Clk pin slew, worst setup/hold paths=0.06 ns, reg2reg end=registerFile[12][26]$_DFFE_PP_, Post-Synthesis Cells=slightly above 10,000, total die size=about 0.39 mm2, IO Port Bufs=~160, final setup vio count=0, WHS Path Cells=1, clock root cell=clkbuf_16, r2r worst-path depth=36, Synth async-reset ratio=0, grt ovf=0, vias=about 84,000, sequential cell fraction of total power=0.268, Die X=a little over 600 um, status=complete, no violations, Post-synth top cells=inv_1 (1,333), edfxtp_1 (1,150), nand2_1 (1,142), Leakage Power=about 52 nW, I/O Pins=171, Worst Min Path Start=cycles[0]$_DFF_P_, Setup CP Type=reg2out, final instance area=around 0.13 mm2, routed vias/inst=approximately 5.4, register bit total from synthesis=1,465, yosys stat area=around 0.12 mm2, post-route antenna net violation count=0, Startpoint Class=register, Placed Instance Area=between 0.1 and 0.15 mm2, Final Power=5.44 mW, Cell Type Count=around 93, slowest CP cell=edfxtp_1, H-tree Lvls=4, maximum clock frequency=around 64 MHz, register share after synthesis=0.352, DRT iter0 DRCs=6,744, postcts setup bufs=0, Yosys top cell by instances=inv_1
[cells by family (layout without fill, tap and decap cells)]
group / count (synthesis) / after routing / share of synthesized area
simple gates: 2473 / 2473 / 0.0915
buf+inv: 1980 / 2191 / 0.0649
fa+ha+maj: 1551 / 1551 / 0.240
flops: 1465 / 1465 / 0.352
compound gates: 1369 / 1369 / 0.0756
mux: 908 / 908 / 0.149
xor+xnor: 351 / 351 / 0.0265
other cells: 1 / 74 / 0.0000323
[how the worst max path moves through the flow]
stage	from	to	slack [ns]	cells past startpoint
global route	instr[5]$_DFFE_PP_	mem_addr[23]	30.65	16
finish	instr[5]$_DFFE_PP_	mem_addr[23]	30.93	16
CTS	instr[5]$_DFFE_PP_	mem_addr[23]	31.05	16
[layout make-up]
cell class	count	share of cell area
tap	5175	0.0495
multi-input combinational	6692	0.523
antenna	34	0.000651
inverter	1360	0.0390
sequential	1465	0.312
clock inverter	77	0.00605
clock buffer	208	0.0341
timing repair buffer	546	0.0357
[power groups by stage]
stage,clock network [mW],registers [mW],logic [mW]
finish,1.29,1.46,2.69
global route,1.36,1.46,2.86
CTS,1.31,1.46,2.62
[sequential cells by signal, summed over array words and instances, names as in the netlist]
| name | flops |
|---|---|
| PC | 23 |
| cycles | 64 |
| divResult | 32 |
| dividend | 32 |
| divisor | 63 |
| instr | 30 |
| quotient | 32 |
| quotient_msk | 32 |
| registerFile | 1024 |
| rs1 | 32 |
| rs2 | 32 |
| sobel_enable | 1 |
| sobel_in_addr | 32 |
| sobel_out_addr | 32 |
| state | 4 |
[per-stage QoR]
| stage | utilization | setup slack, ns |
|---|---|---|
| floorplan | - | 29.35 |
| global placement | 0.325 | 31.91 |
| detailed placement | 0.325 | 31.94 |
| CTS | 0.339 | 31.05 |
| global route | 0.339 | 30.65 |
| finish | 0.339 | 30.93 |
[layer usage]
metal | part of all wire | GRT usage
met2 | 0.44 | 0.367
met1 | 0.32 | 0.282
met4 | 0.093 | 0.181
met5 | 0.0016 | 0.00852
met3 | 0.14 | 0.146
[layout by cell type, fill, tap and decap left out, types with 37 or more instances in the layout]
cell             instances
inv_1                 1332
edfxtp_1              1150
nand2_1               1142
fa_1                  1129
nor2_1                 739
mux4_2                 644
ha_1                   421
a21oi_1                402
buf_4                  376
dfxtp_1                315
o21ai_0                314
xnor2_1                257
clkbuf_16              166
clkdlybuf4s50_1        152
mux2i_1                131
mux2_2                 128
nand3_1                102
xor2_1                  94
a21o_1                  89
nor3_1                  67
nand2b_1                61
and2_1                  57
o211ai_1                50
a211oi_1                47
and3_1                  42
a31oi_1                 41
nor4_1                  41
o31ai_1                 40
conb_1                  40
a221oi_1                39
nand4_1                 37
[critical path, delay by kind of cell, from the launching register on]
kind,cells,cell delay (ns)
AND/OR/NAND/NOR,3,0.86
XOR/XNOR,1,0.14
AND-OR/OR-AND,9,2.43
buffers and inverters,1,0.48
multiplexers,1,0.45
flip-flops,1,0.84
adder cells (fa/ha/maj),1,0.28
Power is estimated from default activity; no workload was simulated.
