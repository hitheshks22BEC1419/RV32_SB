===== run.sh =====
#!/bin/bash
# OpenROAD 26Q1-2900-gdf79404cd8, Yosys 0.63+post, stock flow scripts
make -C /OpenROAD-flow-scripts/flow DESIGN_CONFIG=/design/flow/config.mk WORK_HOME=/design/flow/orfs finish

===== config.mk =====
export PLATFORM = sky130hd
export DESIGN_NAME = cpu_register
export DESIGN_NICKNAME = cpu_register
export VERILOG_FILES = /design/flow/design.v
export SDC_FILE = /design/flow/constraint.sdc
export NUM_CORES = 4
export LEC_CHECK = 1
export CORE_UTILIZATION = 30

===== constraint.sdc =====
current_design cpu_register

set clk_period 6.1
set clk_io_pct 0.2

create_clock -name clk0 -period $clk_period [get_ports {clk}]

set non_clock_inputs [all_inputs -no_clocks]
set_input_delay [expr $clk_period * $clk_io_pct] -clock clk0 $non_clock_inputs
set_output_delay [expr $clk_period * $clk_io_pct] -clock clk0 [all_outputs]

===== design.v =====
`timescale 1ns / 1ps
module cpu_register(
    input wire clk,rst,
    input wire [4:0] a_rs1,a_rs2, b_rs1,b_rs2,
    input wire [4:0] a_rd,b_rd,
    input wire [31:0] a_wd, b_wd,
    input wire a_we, b_we,
    output logic [31:0] a_data1,a_data2, b_data1,b_data2
    );
    logic [31:0] bank [0:31];
    int i;
    always_ff@(posedge clk or posedge rst)begin
        if(rst)begin
            for(i = 0;i <32;i = i+1)begin
                bank[i] <= 32'b0;
            end
        end
        else begin
            if(a_we && a_rd != 0)
                bank[a_rd] <= a_wd;
            if(b_we && b_rd != 0)
                bank[b_rd] <= b_wd;  
            bank[0] <= 32'b0;
        end
    end
    always_comb begin
        a_data1 = bank[a_rs1];
        a_data2 = bank[a_rs2];
        b_data1 = bank[b_rs1];
        b_data2 = bank[b_rs2];
    end
endmodule

==> CHANGELOG.md <==
### Physical design

- Leading area contributor after synthesis: dfrtp_1
- GRT Resource Usage Total: 65.4%
- FP Util: 30.2%
- Clk sinks: 992
- CP Cell Sequence: clkdlybuf4s50_1, buf_12, nand2b_1, buf_4, nor2_4, a2111oi_0, nand3_1, or4_1, clkdlybuf4s50_1
- Initial antenna violation count: 158
- Number of enable flip-flop cells: 0
- Final hold violation count: 0
- Vias in the first global route: 88237
- Crit path DRT: 4.88 ns
- Initial DRC Count: 17600
- Biggest regs: bank (992)
- Fmax: 0.160 GHz
- Crit path DAT: 5.01 ns
- Ys cells: 8588
- GPL Wtd Cong: 1.13
- Failing checks: antenna rules, capacitance limit, slew limit, setup timing
- VDD IR max: 0.000292 V
- Final HPWL DP: 517000 µm
- Die y size: 492 µm
- Die X: 492 µm
- P_leak: 39.0 nW
- Avg Cell Area, Syn: 8.40 µm²
- Worst path bufs/invs: 4
- Pre-CTS WS: -0.162 ns
- Largest net degree at the start of global routing: 105
- Port Buffer Count: 225
- Yosys stat area: 72100 µm²
- Worst reg2reg setup slack: 4.80 ns
- Chip area: 242000 µm²
- Hold path depth: 2
- Fill count: 23595
- FF-to-FF Start: bank[13][12]
- CP Capture Type: primary output
- Worst Slack Setup Final: -0.131 ns
- Log Warnings: 42
- Synth top area share: 34.4%
- Critical register-to-register path endpoint: bank[13][12]
- Post-layout minimum cycle time: 6.23 ns
- Share of cells above drive strength 1: 15.6%
- Area delta synth->final: 25.0%
- CP top delay family: simple AND/OR/NAND/NOR gates
- Post-Route WL: 788000 µm
- FF-to-FF path depth: 2
- Relative slew slack: -8.99%
- PD cells: 310 nW/µm²
- I/O pin count: 226
- Final setup violating endpoints: 15
- DR pass1 iterations: 11
- MaxCap Viol Count: 1
- Logic area: 43900 µm²
- Min-Delay Startpoint: bank[4][6]
- Top cells, area: dfrtp_1 (34%), a22oi_1 (13%), mux2i_1 (10%)
- Final ANT Viol Nets: 2
- Grt ovf: 0
- Num rows: 179
- Clock-pin slew on the worst setup and hold paths: 0.06 ns
- Drt wl/cell: 63.7 µm
- Slowest CP cell: a2111oi_0
- Crit. Startpoint: b_rs1[4]
- CP endpoint: b_data1[12]
- Max reg flops: 992
- Core area: 239000 µm²
- Clk latency late pin: 0.84 ns
- Synth Register Bits: 992
- Critical path's largest stage delay: 0.92 ns
- RSZ-0062 raised after global routing: no
- Via count: 100783
- CTS tree: yes
- Register area share after synthesis: 34.4%
- Biggest register: bank
- Total CTS buffers: 134
- Status: finished with violations
- Register area: 24800 µm²
- Most used flip-flop cell: dfrtp_1
- Period utilization: 102%
- Max Fanout on Critical Path: 14
- Warnings, synthesis: 2
- Hold Crit Class: flop to flop
- Worst Skew: 0 ns
- First-pass GRT wire length: 989000 µm
- Worst Setup Path Type: input pin to primary output
- Cell Area, Synth: 72100 µm²
- CTS H-Tree Depth: 4
- Max Transition Viols Final: 18
- Critical path depth: 9
- Final Power: 0.0280 W
- CTS root buffer: clkbuf_16
- Synth cell types: 73
- CTS Buffer Depth: 3
- Mapped Cells: 8588
- Post-synth ARST share: 100%
- DRC viols: 0
- CTS Hold Bufs: 0
- Via density: 8.14
- Most used cell, CP: clkdlybuf4s50_1
- Type of origin of the critical path: input pin
- Slew @ Worst Pin: 1.63 ns
logic make-up (layout without fill, tap and decap cells):
family                 after synthesis  after routing  share of synthesized area, %
buffers and inverters             1076           1345                          6.17
and+or+nand+nor                   2817           2817                          20.2
other                                0            351                             0
AOI/OAI and AO/OA                 2954           2954                          28.8
muxes                              749            749                          10.5
DFF                                992            992                          34.4
worst min-delay path by stage:
| stage | slack (ns) | end |
|---|---|---|
| 4_1_cts | 0.65 | bank[10][6] |
| 5_1_grt | 0.68 | bank[8][11] |
| 6_report | 0.66 | bank[4][6] |
where the power goes:
part	internal (W)	switching (W)
Clock	0.00514	0.00380
Combinational	0.00253	0.00365
Sequential	0.00827	0.00458
what timing repair did:
item	CTS	global route
setup endpoints to repair	9	8
setup buffers	3	6
pin swaps	1	2
resized	3	5
gates cloned	0	0
cell type report:
class	count	share of cell area [%]
repair buffers	1101	13.1
inverters	3	0.0167
multi-input cells	6520	48.7
well taps	3167	4.40
clock buffers	177	4.13
flip-flops and latches	992	27.5
diodes	351	0.974
clock inverters	64	1.10
tightest hold or removal path, stage by stage (launching register included):
cell and delay (ns):
dfrtp_1 0.41, mux2i_1 0.09, o21ai_0 0.13
synthesized netlist by cell type, drive strengths merged (53+ instances only):
library cell,number
a2111oi,242
a21oi,538
a222oi,77
a22oi,1288
a32oi,272
and2,83
and3,735
buf,230
clkbuf,843
dfrtp,992
mux2i,735
nand2,584
nand3,358
nand4,172
nor2,580
nor3,53
o21ai,488
or4,124
metal layers:
layer	vias to the layer above	global-route usage [%]	wire, µm
met3	4492	52.8	141000
met1	49506	71.8	270000
met5	-	18.8	4190
met4	137	55.2	85000
li1	34117	-	-
met2	12531	77.2	287000
stage by stage:
step	area [µm²]	util, %	setup TNS, ns	cells	hold WS [ns]
after global placement	84400	35.4	-0.904	11774	0.633
after CTS	89200	37.4	0	12018	0.648
after floorplan	72100	-	-8716.04	8588	0.564
after global routing	89500	37.5	0	12113	0.677
final	90100	37.8	-0.885	12375	0.656
after detailed placement	84400	35.4	-0.545	11774	0.636
cells in the final DEF (no fill, tap or decap), drive strengths merged, types with 53 or more instances in the layout:
master	n
nand2	584
nand3	358
nor3	53
a2111oi	242
a21oi	538
diode	351
nand4	172
buf	880
clkbuf	177
mux2i	735
or4	124
a22oi	1288
a32oi	272
a222oi	77
clkdlybuf4s50	218
and2	83
nor2	580
dfrtp	992
and3	735
o21ai	488
Power and IR drop assume default switching activity.
